### config.mk
export PLATFORM = sky130hd
export DESIGN_NAME = watchmaker
export DESIGN_NICKNAME = watchmaker
export VERILOG_FILES = /design/flow/design.v
export SDC_FILE = /design/flow/constraint.sdc
export NUM_CORES = 4
export LEC_CHECK = 1
export CORE_AREA = 10 10 106 106
export DIE_AREA = 0 0 116 116
### constraint.sdc
current_design watchmaker

set clk_period 3.8
set clk_io_pct 0.2

create_clock -name clk0 -period $clk_period [get_ports {clk}]

set non_clock_inputs [all_inputs -no_clocks]
set_input_delay [expr $clk_period * $clk_io_pct] -clock clk0 $non_clock_inputs
set_output_delay [expr $clk_period * $clk_io_pct] -clock clk0 [all_outputs]
### design.v
module watchmaker(clk,new_clk);
output reg new_clk = 0;
input clk;
parameter RATIO =  2,
          HALF_RATIO = RATIO / 2;
integer counter = 1;
always @(posedge clk) begin
    if (counter >=HALF_RATIO) 
    begin
    	counter <= 1;
 	new_clk <= ~new_clk;
    end 
    else begin
        counter <= counter + 1;
    end
end
endmodule
### run.sh
#!/bin/bash
# OpenROAD 26Q1-2900-gdf79404cd8, Yosys 0.63+post, stock flow scripts
make -C /OpenROAD-flow-scripts/flow DESIGN_CONFIG=/design/flow/config.mk WORK_HOME=/design/flow/orfs finish
==> flow_summary_export.csv <==
group,metric,value,unit
critical_path,slowest_stage,"or4_1",
cts,cts_setup_buffers,0,
synth,synth_cells,186,
cts,htreeDepth,2,
cts,cts_resized,0,
detailed_routing,via_per_inst,4.49,
placed_design,dp_hpwl,2200,µm
power,p_clk_frac,0.414,
synth,yosysWarnings,1,
detailed_routing,routed_wl,3160,µm
die,initCoreUtil,0.181,
cts,clk_latency,0.28,ns
synth,top_area_cell,"dfxtp_1",
power,switching_share,0.195,
power,p_leak,0.676,nW
layout,num-fill-cells,970,
cts,cts.clk_slew.worst_paths,0.06,ns
timing,finClkSkew,0.00394,ns
detailed_routing,vias,1316,
layout,seqCellArea,671,µm²
synth,syn_area,1600,µm²
timing,finalCritPeriodShare,0.545,
critical_path,critPathMaxStageDelay,0.61,ns
layout,syn_to_final_growth,11.3,%
cts,holdBufCountCts,0,
timing,fmax,0.483,GHz
critical_path,path_max_fanout,14,
grt,grt.total_usage,0.0492,
grt,antenna_found_initial,0,
grt,gr-total-overflow,0,
detailed_routing,drc,0,
synth,post_synth.cell_area_avg,8.60,µm²
flow_run,tool_warnings,27,
timing,tightest_slew,0.467,ns
die,die_area,13500,µm²
die,row_count,34,
timing,min_period,2.07,ns
critical_path,cp.required,4.01,ns
timing,rsz0062_at_grt,"false",
synth,yosys_cells,186,
layout,comb_area,855,µm²
timing,setup_viol,0,
power,seq_power_share,0.586,
power,ir_drop,0.181,mV
timing,slew_viol_final,0,
placed_design,globalplace.congestion,0.866,
critical_path,crit_type,"register to register",
die,pin_count,2,
critical_path,cp_cell_sequence,"and4_1 > nand4_1 > or4_1 > a21oi_1",
status,status,"completed",
synth,ys.flops,33,
critical_path,crit_arrival,2.28,ns
layout,drive_gt1_frac,0.0541,
detailed_routing,insertedDiodeCount,0,
layout,lay_top_count,"dfxtp_1",
detailed_routing,detail_route.iter0.violations,101,
synth,yosys-top-cells-area,"dfxtp_1 (40%), nand4_1 (5.5%), a21oi_1 (4.7%), xor2_1 (4.4%), o31ai_1 (3.8%)",
placed_design,port_buffers,1,
grt,first_global_vias,1180,
critical_path,start_kind,"register",
critical_path,crit_path_end_kind,"register",
cts,cts_root_buf,"clkbuf_8",
cts,cts_tree,"done",
synth,yosysUniqueCellTypes,35,
cts,cts.sinks,33,
detailed_routing,drt-pass1-iter-count,5,
synth,ys_seq_share,0.419,
synth,top_area_frac,0.401,
die,core-area,8850,µm²
power,comb_power_share,0,
detailed_routing,wire_per_inst,10.8,µm
cts,cts.path.max_buffers,2,
timing,report.final.hold_viol_count,0,
timing,maxSlewHeadroom,0.688,
timing,finalSetupTns,0,ns
layout,final_cell_mix,"dfxtp_1 (32), nor2_1 (15), a21oi_1 (15), nand4_1 (14), nand3_1 (10)",
synth,synth_chip_area,1600,µm²
hold_path,hold_path_class,"register to register",
grt,grt_max_degree,20,
layout,final_util,0.201,
detailed_routing,drt.antenna.violating_nets,0,
flow_run,cap_violations,0,
power,p_per_area,333,nW/µm²
grt,grt_pass1_wl,5580,µm
die,die_h,116,µm
cts,cts_buffers,5,
die,die_w,116,µm
power,p_int,0.000477,W
power,p_sw,0.000115,W
through the flow:
step                instance area, µm²  cells  hold slack, ns  total power [W]  worst slack (ns)
finish                            1780    293           0.455         0.000593              1.73
CTS                               1780    293           0.462         0.000602              1.75
floorplan                         1600    186           0.413         0.000355              2.01
global placement                  1700    285           0.452         0.000355              1.81
global route                      1780    293           0.469         0.000622              1.47
detailed placement                1700    285           0.448         0.000355              1.76
power by group through the flow:
stage                 clock network [W]  registers, W       logic (W)
final                          0.000245      0.000347  0.000000000367
after global routing           0.000275      0.000347  0.000000000367
after CTS                      0.000255      0.000347  0.000000000367
layout make-up:
class,count,share of cell area
Clock buffer,8,0.0450
Inverter,6,0.0126
Multi-Input combinational cell,136,0.480
Sequential cell,33,0.377
Tap cell,108,0.0759
Timing Repair Buffer,2,0.00984
registers in the layout (all words and copies together), names as in the netlist:
register / count
new_clk: 1
counter: 32
final timing paths:
kind | start | end | slack (ns) | depth (start not counted)
max | counter[4] | counter[29] | 1.73 | 4
min | counter[31] | counter[31] | 0.45 | 2
max reg2reg | counter[4] | counter[29] | 1.73 | 4
min reg2reg | counter[31] | counter[31] | 0.45 | 2
layer usage:
metal  part of all wire  GRT usage  up-vias
met5                  0          0        -
met4              0.018     0.0117        0
met3              0.049     0.0120        6
met2               0.41     0.0683       21
met1               0.52     0.0748      601
li1                   -          -      688
cells by family after synthesis:
family,count (synthesis),synth area share
AND-OR/OR-AND,32,0.115
XOR/XNOR,14,0.0767
adder cells (fa/ha/maj),3,0.0235
buffers and inverters,17,0.0462
flip-flops,33,0.419
AND/OR/NAND/NOR,87,0.319
worst max-delay path, delay by kind of cell, from the launching register on:
| kind | cells | cell delay (ns) |
|---|---|---|
| simple gates | 3 | 1.42 |
| flops | 1 | 0.44 |
| compound gates | 1 | 0.14 |
synthesized netlist by cell type:
library cell  count
nand2b_1          1
o31ai_1           8
nor2b_1           1
and2_1            1
and4_2            1
ha_1              3
dfxtp_1          32
buf_1             1
a21oi_1          15
nor2_1           15
clkbuf_1          4
or3_1             5
or4_4             1
buf_2             4
a31oi_1           1
or3_2             1
inv_1             6
nor4_1            8
nand2_1           8
or4_1             8
nand3b_1          1
nand3_1          10
o21a_1            1
xnor2_1           6
nor4b_1           1
xor2_1            8
nand4_1          14
nand4_2           1
and4_1            4
o21ai_0           7
and3_1            3
nor3_1            3
edfxtp_1          1
clkbuf_2          1
buf_4             1
Power figures rest on the tool's default switching activity, not on a simulated workload.
